**config.mk**
```make
export PLATFORM = sky130hd
export DESIGN_NAME = simple_calculator
export DESIGN_NICKNAME = simple_calculator
export VERILOG_FILES = /design/flow/design.v
export SDC_FILE = /design/flow/constraint.sdc
export NUM_CORES = 4
export LEC_CHECK = 1
export CORE_UTILIZATION = 50
```
**constraint.sdc**
```tcl
current_design simple_calculator

set clk_period 8.0
set clk_io_pct 0.2

create_clock -name clk0 -period $clk_period [get_ports {Clk}]

set non_clock_inputs [all_inputs -no_clocks]
set_input_delay [expr $clk_period * $clk_io_pct] -clock clk0 $non_clock_inputs
set_output_delay [expr $clk_period * $clk_io_pct] -clock clk0 [all_outputs]
```
**design.v**
```verilog
module alu(
    ctrl,
    x,
    y,
    carry,
    out 
);
    input  [3:0] ctrl;
    input  [7:0] x;
    input  [7:0] y;
    output       carry;
    output [7:0] out;
    reg [7:0]Out;
    reg Carry;
    assign out = Out;
    assign carry = Carry;
    always@(*) begin	
	if(ctrl == 4'b0000) 
	     {Carry,Out} <= x + y;
	else if(ctrl[3:0] == 4'b0001) 
	    {Carry,Out} <= x - y;
	else if(ctrl[3:0] == 4'b0010)
	    Out[7:0] <= x[7:0] & y[7:0];
	else if(ctrl[3:0] == 4'b0011)
	    Out[7:0] <= x[7:0] | y[7:0];
	else if(ctrl[3:0] == 4'b0100)
	    Out[7:0] <= ~x[7:0]; 
	else if(ctrl[3:0] == 4'b0101)
	    Out[7:0] <= x[7:0] ^ y[7:0];
	else if(ctrl[3:0] == 4'b0110)
	    Out[7:0] <= ~(x[7:0] | y[7:0]);
	else if(ctrl[3:0] == 4'b0111)
	    Out[7:0] <= y << x[2:0];
	else if(ctrl[3:0] == 4'b1000)
	    Out[7:0] <= y >> x[2:0];
	else if(ctrl[3:0] == 4'b1001)
	    Out[7:0] <= {x[7],x[7:1]};
	else if(ctrl[3:0] == 4'b1010)
	    Out[7:0] <= {x[6:0],x[7]};
	else if(ctrl[3:0] == 4'b1011)
	    Out[7:0] <= {x[0],x[7:1]};
	else if(ctrl[3:0] == 4'b1100)
	    if(x[7:0] == y[7:0])
		Out[7:0] <= 8'b1;
	    else
		Out[7:0] <= 8'b0;
	else
	    Out[7:0] <= 8'b0;
    end
endmodule
module register_file(
    Clk  ,
    WEN  ,
    RW   ,
    busW ,
    RX   ,
    RY   ,
    busX ,
    busY
);
    input        Clk, WEN;
    input  [2:0] RW, RX, RY;
    input  [7:0] busW;
    output [7:0] busX, busY;
    reg [7:0] register[7:0];
    always@(posedge Clk) begin
	if(WEN == 1'b1) begin
	    if(RW != 3'b0)
		register[RW] = busW;
	    else
		register[RW] = 8'b0;
	end
    end
    reg [7:0]BusX,BusY;
    assign busX = BusX;
    assign busY = BusY;    
    always@(*) begin
	register[0] = 8'b0;
	BusX <= register[RX];
	BusY <= register[RY];
    end    
endmodule
module simple_calculator(
    Clk,
    WEN,
    RW,
    RX,
    RY,
    DataIn,
    Sel,
    Ctrl,
    busY,
    Carry
);
    input        Clk;
    input        WEN;
    input  [2:0] RW, RX, RY;
    input  [7:0] DataIn;
    input        Sel;
    input  [3:0] Ctrl;
    output [7:0] busY;
    output       Carry;
    wire [7:0] busX,busY,busW,x; 
    wire carry;
    reg [7:0] tmp;
    assign x = tmp;
    register_file register(.Clk(Clk), .WEN(WEN), .RW(RW), .busW(busW), .RX(RX),
			   .RY(RY), .busX(busX), .busY(busY));
    alu alu(.ctrl(Ctrl), .x(x), .y(busY), .carry(carry), .out(busW));
    always@(*) begin
	if(!Sel)
	    tmp <= DataIn;
	else
	    tmp <= busX;
    end
endmodule
```
**run.sh**
```bash
#!/bin/bash
# OpenROAD 26Q1-2900-gdf79404cd8, Yosys 0.63+post, stock flow scripts
make -C /OpenROAD-flow-scripts/flow DESIGN_CONFIG=/design/flow/config.mk WORK_HOME=/design/flow/orfs finish
```
==> results.txt <==
impl run done, here's what came out: R2R Setup Slk between 3 and 4 ns, Setup crit end kind flip-flop, placer's final routability congestion estimate 0.989, Flops after synth 56, area reported by Yosys stat 5150 µm², Post-Route WL 16000 µm, count of cells resized by post-cts repair 0, Crit. Startpoint RX[0], area of the mapped netlist 5150 µm², HPWL Detailed 12000 µm, setup TNS 0 ns, H-tree depth 2, cell count of the worst hold path 6, first-pass GRT wire length 25100 µm, Adder-Cell Fraction of Synth Area 6.61%, Num CTS Buffers 5, CTS Hold Buffers Added 0, Cells after Synth between 500 and 600, post-route cell area 5650 µm², cycle use final 76.8%, max_cap viols 0, Simple Share, Synth 12.4%, fin util 57.2%, Via density 6.55, GRT Resource Usage Total 32.2%, RSZ-0062 raised after global routing false, Synth Seq Share 32.6%, vias in the first global route 4235, placed inst area 5540 µm², Final ANT Viol Nets 0, Synth async-reset ratio 0%, chip area 10700 µm², clock latency (worst-skew pair) just over 0.3 ns, Worst Hold Launch register.register[3][5]$_DFFE_PP_, Top Ports 33, Clock Tree Buf Depth 2, Yosys cell types just under 80, reg-to-reg critical path endpoint register.register[2][6]$_DFFE_PP_, XORs/XNORs by Area 1.53%, DR DRC count 0, outcome complete, no violations, initial DRC count 315, Root Driver clkbuf_8, routed vias 4516, worst path required time 8.04 ns, die width 104 µm, Main synth FF type edfxtp_1, total tool warning count a little over 40, Logic family by area AND-OR/OR-AND gates, worst-margin pin slew 1.08 ns, Setup-failing EPs final 0, Chip Height 104 µm, Peak Freq 163 MHz, count of pins over their slew limit 0, worst hold endpoint register.register[6][5]$_DFFE_PP_, TritonCTS clock tree yes, FF-to-FF Start register.register[3][0]$_DFFE_PP_, post-DR wirelength/cell 23.3 µm, worst vdd ir about 0.091 mV, ant diodes 0, Final Hold Fails 0, CTS clk-pin slew, worst paths ~0.11 ns, initial antenna violation count 0, Mux cell area share 13.9%, Post-synth EDFFs 56, worst reg2reg path depth 15, Layout Cells excl Fill between 600 and 700, Arr. time, crit path 6.18 ns, share of cells above drive strength 1 11.3%, fin crit period 6.14 ns, core area a little under 10000 µm², DRT Pass-1 Iters 5, max FFs per register 56, yosys cell count about 540, kind of critical path in2reg, critical path startpoint category input port, cell leakage power around 2.1 nW, Max-slew headroom 27.6%, Placed Instances 681, Sink Count ~56, CP max FO 15, Compound-Gate Fraction of Synth Area 26.3%, fp util a little over half, Hold Path Class reg2reg, global route overflow 0, PD cells about 150 nW/µm², yosys warning tally 5, hold slack 1.43 ns, Syn Area/Cell 9.63 µm², clk_skew 0.0103 ns, postcts setup bufs 0, port bufs 31, P&R area growth vs syn 9.62%, Std-Cell Rows 36, largest net degree at the start of global routing between 40 and 50
[power breakdown]
part	leakage, nW	internal, W	total [W]	switching [W]
registers	0.520	0.000342	0.000346	0.00000372
logic	1.53	0.000122	0.000314	0.000192
clock network	0.0515	0.0000660	0.000164	0.0000975
[cells in the final DEF (no fill, tap or decap), types with 5 or more instances in the layout]
cell / synthesis / final
nand2_1: 34 / 34
o21ai_0: 27 / 27
clkbuf_8: 0 / 5
a22oi_1: 11 / 11
ha_1: 24 / 24
o22ai_1: 12 / 12
nand2b_1: 9 / 9
a21o_1: 5 / 5
mux2i_1: 34 / 34
mux4_2: 6 / 6
mux2_1: 8 / 8
nor3_1: 10 / 10
o2bb2ai_1: 5 / 5
clkdlybuf4s50_1: 0 / 31
nor2b_1: 6 / 6
a221oi_1: 12 / 12
xnor2_1: 9 / 9
mux2_2: 12 / 12
a21oi_1: 42 / 42
inv_1: 32 / 32
nor2_1: 40 / 40
a211oi_1: 10 / 10
o31ai_1: 5 / 5
edfxtp_1: 56 / 56
buf_4: 7 / 15
[metal layers]
metal	part of all wire, %	global-route usage, %
met1	44	53.5
met2	42	44.4
met3	12	8.91
met4	1.6	4.55
met5	0.081	3.81
[layout make-up]
type,count,area [µm²]
timing repair buffer,46,423
sequential,56,1680
multi-input combinational,409,3130
inverter,37,139
tap,133,166
clock buffer,5,68.8
clock inverter,3,33.8
fill,851,4220
[through the flow]
stage	power, W	setup slack (ns)
after floorplan	0.000569	3.06
after global placement	0.000659	1.74
after detailed placement	0.000659	1.65
after CTS	0.000821	1.93
after global routing	0.000867	1.57
final	0.000823	1.86
[worst max-delay path: stages]
cell and delay [ns]:
clkdlybuf4s50_1 0.86, buf_4 0.33, and2b_4 0.25, a32oi_4 0.08, a21oi_2 0.66, inv_2 0.31, ha_1 0.34, o21bai_1 0.17
a21oi_1 0.11, o21bai_1 0.13, a21oi_1 0.12, o31ai_1 0.42, nor3b_1 0.24, a211oi_1 0.08, o2bb2ai_1 0.47
[how the worst max path moves through the flow]
stage,end,cells after the start
final,register.register[2][7]$_DFFE_PP_,15
after CTS,busY[3],7
after global routing,register.register[2][7]$_DFFE_PP_,15
[cells in the mapped netlist, drive strengths merged (4+ instances only)]
library cell,count,share of area [%]
nand2,34,2.5
ha,24,5.8
mux2,21,4.7
nand2b,9,1.1
mux4,6,2.6
o22ai,12,1.5
o21bai,4,0.58
clkbuf,13,0.95
or3,4,0.49
and3,4,0.49
a21o,5,0.73
nor3,10,0.97
o21ai,30,2.9
o31ai,6,0.97
nor2,40,2.9
edfxtp,56,33
mux2i,34,6.6
xnor2,9,1.5
a21oi,43,4.3
o2bb2ai,6,1.4
nand3b,4,0.58
a22oi,11,1.6
a31oi,4,0.49
nor4,4,0.49
a221oi,17,3.7
a211oi,11,1.7
nor2b,6,0.73
buf,20,2.9
o32ai,5,1.5
inv,36,2.6
[kinds of logic (layout without fill, tap and decap cells)]
| group | Yosys count | count (layout) |
|---|---|---|
| flip-flops | 56 | 56 |
| XOR/XNOR | 9 | 9 |
| multiplexers | 61 | 61 |
| AND/OR/NAND/NOR | 131 | 131 |
| buffers and inverters | 70 | 91 |
| AND-OR/OR-AND | 181 | 181 |
| other | 1 | 1 |
| adder cells (fa/ha/maj) | 26 | 26 |
Power is estimated from default activity; no workload was simulated.
