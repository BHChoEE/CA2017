==> flow/design.v <==
module alu_rtl(
    ctrl,
    x,
    y,
    carry,
    out  
);
    input  [3:0] ctrl;
    input  [7:0] x;
    input  [7:0] y;
    output       carry;
    output [7:0] out;
    wire [7:0] sig0,sig1,sig2, sig3, sig4, sig5, sig6, sig7;
    wire [7:0] sig8,sig9,sig10,sig11,sig12,sig13,sig14,sig15;
    wire carry_sig [1:0];
    assign {carry_sig[0],sig0[7:0]} = x + y;
    assign {carry_sig[1],sig1[7:0]} = x - y;
    assign sig2[7:0] = x[7:0] & y[7:0];
    assign sig3[7:0] = x[7:0] | y[7:0];
    assign sig4[7:0] = ~x[7:0];
    assign sig5[7:0] = x[7:0] ^ y[7:0];
    assign sig6[7:0] = ~(x[7:0] | y[7:0]);
    assign sig7[7:0] = y << x[2:0] ;
    assign sig8[7:0] = y >> x[2:0] ;
    assign sig9[7:0] = {x[7],x[7:1]};
    assign sig10[7:0] = {x[6:0],x[7]};
    assign sig11[7:0] = {x[0] , x[7:1]};
    assign sig12[7:0] = (x[7:0] == y[7:0]) ? 8'b00000001 : 8'b00000000;
    assign sig13[7:0] = 8'b00000000;
    assign sig14[7:0] = 8'b00000000;
    assign sig15[7:0] = 8'b00000000;
    wire[7:0] tmp0,tmp1,tmp2,tmp3,tmp4,tmp5,tmp6;
    wire[7:0] tmp7,tmp8,tmp9,tmp10,tmp11,tmp12,tmp13;
    assign tmp0[7:0] = ctrl[0] ?  sig1[7:0] :  sig0[7:0];
    assign tmp1[7:0] = ctrl[0] ?  sig3[7:0] :  sig2[7:0];
    assign tmp2[7:0] = ctrl[0] ?  sig5[7:0] :  sig4[7:0];
    assign tmp3[7:0] = ctrl[0] ?  sig7[7:0] :  sig6[7:0];
    assign tmp4[7:0] = ctrl[0] ?  sig9[7:0] :  sig8[7:0];
    assign tmp5[7:0] = ctrl[0] ? sig11[7:0] : sig10[7:0];
    assign tmp6[7:0] = ctrl[0] ? sig13[7:0] : sig12[7:0];
    assign tmp7[7:0] = ctrl[0] ? sig15[7:0] : sig14[7:0];
    assign  tmp8[7:0] = ctrl[1] ? tmp1[7:0] : tmp0[7:0];
    assign  tmp9[7:0] = ctrl[1] ? tmp3[7:0] : tmp2[7:0];
    assign tmp10[7:0] = ctrl[1] ? tmp5[7:0] : tmp4[7:0];
    assign tmp11[7:0] = ctrl[1] ? tmp7[7:0] : tmp6[7:0];
    assign tmp12[7:0] = ctrl[2] ?  tmp9[7:0] :  tmp8[7:0];
    assign tmp13[7:0] = ctrl[2] ? tmp11[7:0] : tmp10[7:0];
    assign out[7:0] = ctrl[3] ? tmp13[7:0] : tmp12[7:0];
    assign carry = ctrl[0] ? carry_sig[1] : carry_sig[0];
endmodule
==> flow/run.sh <==
#!/bin/bash
# OpenROAD 26Q1-2900-gdf79404cd8, Yosys 0.63+post, stock flow scripts
make -C /OpenROAD-flow-scripts/flow DESIGN_CONFIG=/design/flow/config.mk WORK_HOME=/design/flow/orfs finish
==> flow/config.mk <==
export PLATFORM = sky130hd
export DESIGN_NAME = alu_rtl
export DESIGN_NICKNAME = alu_rtl
export VERILOG_FILES = /design/flow/design.v
export SDC_FILE = /design/flow/constraint.sdc
export NUM_CORES = 4
export LEC_CHECK = 1
export CORE_AREA = 10 10 101 101
export DIE_AREA = 0 0 111 111
==> flow/constraint.sdc <==
current_design alu_rtl

set clk_period 3.7
set clk_io_pct 0.2

create_clock -name clk0 -period $clk_period

set non_clock_inputs [all_inputs -no_clocks]
set_input_delay [expr $clk_period * $clk_io_pct] -clock clk0 $non_clock_inputs
set_output_delay [expr $clk_period * $clk_io_pct] -clock clk0 [all_outputs]
==> results.txt <==
Synthesis and place-and-route results.

- The flow ran to the end, and the final reports show no timing, DRC or antenna violations.
- The total area inside the core boundary comes to 8130 um2.
- The top cell type by total area after synthesis is sky130_fd_sc_hd__ha_1.
- The maximum single-stage delay on the critical path is 460 ps.
- Summing every instance area after synthesis gives 1930 um2.
- From bottom edge to top edge, the die measures 111 um.
- Sorting the synthesized cells by area gives the leading types as sky130_fd_sc_hd__ha_1, sky130_fd_sc_hd__mux4_2, sky130_fd_sc_hd__o21ai_0.
- In this run the worst hold path is classified as input pin to primary output.
- The critical path's slowest stage uses the library cell sky130_fd_sc_hd__mux4_2.
- The script logs the ratio of routed vias to standard cells as 5.24.
- The first routing iteration left 196 violations.
- The final timing report counts setup violations totalling 0.
- The area growth from synthesis to layout is 62.0%.
- The number of clock-tree buffers in the layout is 0.
- The final number of hold-violating endpoints is 0.
- The slew at the pin closest to its max-slew limit is 372 ps.
- The count of vias placed by the detailed router is 2453.
- The required time of the critical path is 2960 ps.
- The post-detailed-routing wire length is 7.71 mm.
- The pin count of the biggest net entering global routing is 28.
- The DRC violation count after routing is 0.
- The worst-path maximum fanout is 7.
- The wire length of the first global-routing pass is 12.3 mm.
- The number of sequential storage elements is 0.
- The die is 111 um wide.
- The core utilization at floorplan is 23.7%.
- Of the cells placed in the final design, the portion with a size suffix greater than 1 is 39.1%.
- Summing all flip-flop and latch instances after layout gives 0 um2.
- The synthesis report lists the Yosys warning total as 0.
- The post-route worst setup slack is 70.8 ps.
- The aggregate global routing overflow is 0.
- Detailed placement finished with a half-perimeter wire length of 6.17 mm.
- Before antenna repair, the detailed router went through 5 iterations.
- Hold repair after CTS inserted 0 buffers.
- The number of cells reported by Yosys stat comes to 272.
- Counting stages on the worst path, the most repeated cell is sky130_fd_sc_hd__clkdlybuf4s50_1.
- The leakage power of the design is 1.35 nW.
- In this run the VDD rail shows a maximum IR drop of 0.0559 mV.
- The fmax is 0.276 GHz.
- The overall routing resource usage is 11.7%.
- The number of distinct library cells after synthesis is 56.
- The kind of start point of the critical path is an input pin.
- Yosys reports a chip area of 1930 um2.
- The critical path in this run is classified as input pin to primary output.
- The number of global-route vias before repair is 2307.
- The share of synthesized area in the top cell type comes to 16.2%.
- Grouping stages by cell kind, the critical path spends the most delay in buffers and inverters.
- The worst slack at placement is -547 ps.
- The number of standard cells after synthesis is 272.
- In the final routed layout, each cell accounts on average for 16.5 um.
- The final total negative setup slack is 0 ps.
- The signal on the critical path passes through clkdlybuf4s50_1 -> buf_6 -> mux4_2 -> o21ai_1 -> o21ai_0 -> o211a_1 -> o31a_1 -> clkdlybuf4s50_1.
- The type of element capturing the critical path is a primary output.
- The number of OpenROAD warnings is 50.
- According to the floorplan log, the row count is 33.
- The count of buffering cells on the critical path with inverters included is 3.
- The report lists the power per cell area as 133 nW/um2.
- The final critical-path share of the clock period is 98.1%.
- Port buffering added 29 buffers.
- In this run the count of I/O pins placed on the die edge is 29.
- The post-synthesis sequential area ratio is 0%.
- The area enclosed by the die boundary is 12300 um2.
- The number of antenna violations at the first check in global routing is 0.
- According to the timing report, the arrival time at the worst endpoint equals 2890 ps.
- Setup repair after global routing could not meet its margin everywhere.
- Subtracting the final worst setup slack from the clock period gives 3630 ps.
- The report counts max-capacitance violations totalling 0.
- The per-instance average area after synthesis is 7.10 um2.
- The placement summary gives the final routability congestion estimate as 0.951.
- The antenna diode count is 0.
- In the final report, the number of pins over their slew limit comes to 0.
- The residual antenna-violating net count after detailed routing is 0.
- The slew check shows that the tightest pin keeps a relative margin of 75.1%.
==> path summary, 6_finish.rpt <==
kind / from / end / slack, ps / depth (start not counted)
min: y[1] / out[1] / 2330 / 7
max: y[5] / out[2] / 70 / 8
==> area by class of cell <==
cell class | count | area [um2]
fill | 839 | 5010
inverter | 26 | 97.6
timing repair buffer | 112 | 933
tap | 105 | 131
multi-input combinational | 225 | 1970
==> layout by cell type, fill, tap and decap left out, types with 4 or more instances in the layout <==
cell type and count:
sky130_fd_sc_hd__buf_4 75, sky130_fd_sc_hd__nor2_1 20, sky130_fd_sc_hd__o21ai_0 20, sky130_fd_sc_hd__a21oi_1 19
sky130_fd_sc_hd__nand2_1 18, sky130_fd_sc_hd__inv_1 17, sky130_fd_sc_hd__ha_1 14, sky130_fd_sc_hd__clkdlybuf4s50_1 12
sky130_fd_sc_hd__dlygate4sd2_1 11, sky130_fd_sc_hd__mux2i_1 9, sky130_fd_sc_hd__inv_2 8, sky130_fd_sc_hd__mux4_2 8
sky130_fd_sc_hd__ha_4 8, sky130_fd_sc_hd__buf_6 8, sky130_fd_sc_hd__nor3_1 7, sky130_fd_sc_hd__nand3_1 7
sky130_fd_sc_hd__o21ai_1 7, sky130_fd_sc_hd__a211oi_1 5, sky130_fd_sc_hd__nand2b_1 5, sky130_fd_sc_hd__a221oi_1 4
==> synthesized netlist by cell type, types with 2 or more instances <==
master and number:
sky130_fd_sc_hd__o31ai_1 4, sky130_fd_sc_hd__nand2_1 19, sky130_fd_sc_hd__o311ai_0 4, sky130_fd_sc_hd__xnor2_1 2, sky130_fd_sc_hd__mux2_2 2, sky130_fd_sc_hd__or3_1 2
sky130_fd_sc_hd__a221oi_1 4, sky130_fd_sc_hd__a31oi_1 3, sky130_fd_sc_hd__xor2_1 3, sky130_fd_sc_hd__o221ai_1 2, sky130_fd_sc_hd__o211ai_1 3, sky130_fd_sc_hd__nor2b_1 4
sky130_fd_sc_hd__buf_2 3, sky130_fd_sc_hd__nor4_1 4, sky130_fd_sc_hd__ha_1 25, sky130_fd_sc_hd__a211oi_1 6, sky130_fd_sc_hd__mux2i_1 9, sky130_fd_sc_hd__nand3_1 7
sky130_fd_sc_hd__o22ai_1 2, sky130_fd_sc_hd__nand2b_1 5, sky130_fd_sc_hd__a21oi_1 20, sky130_fd_sc_hd__inv_1 25, sky130_fd_sc_hd__a311o_1 2, sky130_fd_sc_hd__mux4_2 7
sky130_fd_sc_hd__nor2_1 23, sky130_fd_sc_hd__mux4_1 3, sky130_fd_sc_hd__clkbuf_1 16, sky130_fd_sc_hd__nor3_1 7, sky130_fd_sc_hd__fa_1 2, sky130_fd_sc_hd__o21ai_0 27
sky130_fd_sc_hd__nand4_1 2
==> logic make-up after synthesis <==
family / Yosys count / synth area share [%]
AND-OR/OR-AND: 93 / 32.0
XOR/XNOR: 5 / 2.27
adder cells (fa/ha/maj): 27 / 18.3
buffers and inverters: 47 / 9.72
multiplexers: 21 / 18.1
AND/OR/NAND/NOR: 79 / 19.6
==> through the flow <==
stage	power [mW]	util [%]	instances	area (um2)	hold WS (ps)
CTS	0.395	37.1	465	3020	2430
detailed placement	0.367	35.0	461	2850	2690
floorplan	0.183	-	272	1930	1650
global placement	0.368	35.0	461	2850	2690
global route	0.454	38.5	468	3130	2400
finish	0.417	38.5	468	3130	2330
==> layer usage <==
layer | GRT usage (%) | routed length (um)
met4 | 0.955 | 68
met5 | 0 | 0
met1 | 16.9 | 3620
met3 | 1.81 | 434
met2 | 18.8 | 3580
==> report_power, final <==
group / switching, mW / internal (mW) / total [mW]
clock network: 0 / 0 / 0
registers: 0 / 0 / 0
logic: 0.199 / 0.218 / 0.417
total: 0.199 / 0.218 / 0.417
==> repair_timing <==
| item | in CTS | in global routing |
|---|---|---|
| endpoints found under the setup margin | 9 | 6 |
| resized | 78 | 20 |
| setup buffers | 4 | 4 |
| pin swaps | 24 | 5 |
Power is estimated from default activity; no workload was simulated.
