### ./design.v
module cache(
    clk,
    proc_reset,
    proc_read,
    proc_write,
    proc_addr,
    proc_wdata,
    proc_stall,
    proc_rdata,
    mem_read,
    mem_write,
    mem_addr,
    mem_rdata,
    mem_wdata,
    mem_ready
);
    input          clk;
    input          proc_reset;
    input          proc_read, proc_write;
    input   [29:0] proc_addr;
    input   [31:0] proc_wdata;
    output         proc_stall;
    output  [31:0] proc_rdata;
    input  [127:0] mem_rdata;
    input          mem_ready;
    output         mem_read, mem_write;
    output  [27:0] mem_addr;
    output [127:0] mem_wdata;
    reg [1:0]     state; 
    reg  [31:0]    block [7:0][3:0];
    reg  [24:0]    tag   [7:0];
    reg            valid [7:0];
    reg            dirty [7:0];
    wire [1:0]     word_index;
    wire [2:0]     block_index;
    reg   	   prev_proc_stall, prev_mem_read, prev_mem_write;
    reg   [31:0]   prev_proc_rdata; 
    reg   [127:0]  prev_mem_wdata;
    reg   [27:0]   prev_mem_addr; 
    reg   [31:0]   next_proc_wdata;
    reg   [29:0]   next_proc_addr;
    reg		   next_proc_read, next_proc_write;
    reg            rw_status;
    reg 	   from_state_2;
reg [25:0]tagsee;
    assign word_index = proc_addr[1:0];
    assign block_index = proc_addr[4:2];
    assign proc_stall = prev_proc_stall;
    assign mem_read = prev_mem_read;
    assign mem_write = prev_mem_write;
    assign proc_rdata = prev_proc_rdata;
    assign mem_addr = prev_mem_addr;
    assign mem_wdata = prev_mem_wdata;
    always@(*) begin
	next_proc_read <= proc_read;
	next_proc_write <= proc_write;
        next_proc_addr <= proc_addr[29:0];
    end
always@( posedge clk or posedge proc_reset ) begin
    if( proc_reset ) begin
        block[0][0] <= 32'b0;
        block[0][1] <= 32'b0;
        block[0][2] <= 32'b0;
        block[0][3] <= 32'b0;
        block[1][0] <= 32'b0;
        block[1][1] <= 32'b0;
        block[1][2] <= 32'b0;
        block[1][3] <= 32'b0;
        block[2][0] <= 32'b0;
        block[2][1] <= 32'b0;
        block[2][2] <= 32'b0;
        block[2][3] <= 32'b0;
        block[3][0] <= 32'b0;
        block[3][1] <= 32'b0;
        block[3][2] <= 32'b0;
        block[3][3] <= 32'b0;
        block[4][0] <= 32'b0;
        block[4][1] <= 32'b0;
        block[4][2] <= 32'b0;
        block[4][3] <= 32'b0;
        block[5][0] <= 32'b0;
        block[5][1] <= 32'b0;
        block[5][2] <= 32'b0;
        block[5][3] <= 32'b0;
        block[6][0] <= 32'b0;
        block[6][1] <= 32'b0;
        block[6][2] <= 32'b0;
        block[6][3] <= 32'b0;
        block[7][0] <= 32'b0;
        block[7][1] <= 32'b0;
        block[7][2] <= 32'b0;
        block[7][3] <= 32'b0;
        tag[0] <= 25'b0;
        tag[1] <= 25'b0;
        tag[2] <= 25'b0;
        tag[3] <= 25'b0;
        tag[4] <= 25'b0;
        tag[5] <= 25'b0;
        tag[6] <= 25'b0;
        tag[7] <= 25'b0;
        valid[0] <= 1'b0;
        valid[1] <= 1'b0;
        valid[2] <= 1'b0;
        valid[3] <= 1'b0;
        valid[4] <= 1'b0;
        valid[5] <= 1'b0;
        valid[6] <= 1'b0;
        valid[7] <= 1'b0;
        dirty[0] <= 1'b0;
        dirty[1] <= 1'b0;
        dirty[2] <= 1'b0;
        dirty[3] <= 1'b0;
        dirty[4] <= 1'b0;
        dirty[5] <= 1'b0;
        dirty[6] <= 1'b0;
        dirty[7] <= 1'b0;
	state <= 2'b00;
	prev_proc_stall <= 1'b0;
	prev_mem_read <= 1'b0;
	prev_mem_write <= 1'b0;
	prev_proc_rdata <= 32'b0;
	prev_mem_wdata <= 128'b0;
	prev_mem_addr <= 28'b0;
	next_proc_wdata <= 32'b0;
	rw_status <= 1'b0;
	next_proc_read <= 1'b0;
	next_proc_write <= 1'b0;
	from_state_2 <= 1'b0;
    end
    else begin
        if (state == 2'b00) begin
	    if(from_state_2 == 1'b1) begin
		state <= 2'b11;
                if(rw_status == 1'b0) begin
                    prev_proc_rdata <= block[block_index][word_index];     
                end
                else begin
                    block[block_index][word_index] <= next_proc_wdata;
                    dirty[block_index] <= 1'b1;
                end
		prev_mem_read <= 1'b0;
		prev_mem_write <= 1'b0;
		prev_proc_stall <= 1'b0;
		from_state_2 <= 1'b0;
	    end
	    else begin
            if(proc_read == 1'b1) begin
                if(tag[block_index] == proc_addr[29:5] && valid[block_index] == 1'b1) begin
                    state <= 2'b11;
                    prev_proc_rdata <= block[block_index][word_index];
                    prev_mem_read <= 1'b0;
                    prev_mem_write <= 1'b0;
                    prev_proc_stall <= 1'b0;
                end
                else begin
                    rw_status <= 1'b0;
                    if(dirty[block_index] == 1'b1) begin
                        state <= 2'b01;
                        prev_mem_write <= 1'b1;
                        prev_mem_read <= 1'b0;
                        prev_proc_stall <= 1'b1;
                        prev_mem_wdata[127:96] <= block[block_index][3];
                        prev_mem_wdata[95:64]  <= block[block_index][2];
                        prev_mem_wdata[63:32]  <= block[block_index][1];
                        prev_mem_wdata[31:0]   <= block[block_index][0];
                        prev_mem_addr[27:3] <= tag[block_index];
                        prev_mem_addr[2:0]  <= block_index;
                        dirty[block_index] <= 1'b0;
                    end
                    else begin
                        state <= 2'b10;
                        prev_mem_write <= 1'b0;
                        prev_mem_read <= 1'b1;
                        prev_proc_stall <= 1'b1;
                        prev_mem_addr <= proc_addr[29:2];
                    end
                end
            end
            if(proc_write == 1'b1) begin
		next_proc_wdata <= proc_wdata;
                 rw_status <= 1'b1;
                if(tag[block_index] == proc_addr[29:5] && valid[block_index] == 1'b1) begin
                    state <= 2'b11;
                    prev_mem_read <= 1'b0;
                    prev_mem_write <= 1'b0;
                    prev_proc_stall <= 1'b0;
                    block[block_index][word_index] <= proc_wdata;
                    dirty[block_index] <= 1'b1;
                end
                else begin
                    if(dirty[block_index] == 1'b1) begin
                        state <= 2'b01;
                        prev_mem_write <= 1'b1;
                        prev_mem_read <= 1'b0;
                        prev_proc_stall <= 1'b1;
                        prev_mem_wdata[127:96] <= block[block_index][3];
                        prev_mem_wdata[95:64]  <= block[block_index][2];
                        prev_mem_wdata[63:32]  <= block[block_index][1];
                        prev_mem_wdata[31:0]   <= block[block_index][0];
                        prev_mem_addr[27:3] <= tag[block_index];
                        prev_mem_addr[2:0]  <= block_index;
                        dirty[block_index] <= 1'b0;
                    end
                    else begin
                        state <= 2'b10;
                        prev_mem_write <= 1'b0;
                        prev_mem_read <= 1'b1;
                        prev_proc_stall <= 1'b1;
                        prev_mem_addr <= proc_addr[29:2];
                    end
                end
            end
	    end
        end
        if (state == 2'b01) begin
            if(mem_ready == 1'b1) begin
                state <= 2'b10;
                prev_proc_stall <= 1'b1;
                prev_mem_read <= 1'b1;
                prev_mem_write <= 1'b0;
                prev_mem_addr <= proc_addr[29:2];
            end
	    else begin 
		state <= 2'b01;
	    end
        end
        if (state == 2'b10) begin
            if(mem_ready == 1'b1) begin
                state <= 2'b00;
                prev_proc_stall <= 1'b1;
                prev_mem_read <= 1'b0;
                prev_mem_write <= 1'b0;
                block[block_index][3] <= mem_rdata[127:96];
                block[block_index][2] <= mem_rdata[95:64];
                block[block_index][1] <= mem_rdata[63:32];
                block[block_index][0] <= mem_rdata[31:0];
                valid[block_index] <= 1'b1;
		tag[block_index] <= next_proc_addr[29:5];
		tagsee <= next_proc_addr[29:5];
			from_state_2 <= 1'b1;
                end
	        else begin 
		        state <= 2'b10;
	        end
        end
        if (state == 2'b11) begin
            state <= 2'b00;
            prev_proc_stall <= 1'b1;
        end
    end
end
endmodule
### ./run.sh
#!/bin/bash
# OpenROAD 26Q1-2900-gdf79404cd8, Yosys 0.63+post, stock flow scripts
make -C /OpenROAD-flow-scripts/flow DESIGN_CONFIG=/design/flow/config.mk WORK_HOME=/design/flow/orfs finish
### ./config.mk
export PLATFORM = sky130hd
export DESIGN_NAME = cache
export DESIGN_NICKNAME = cache
export VERILOG_FILES = /design/flow/design.v
export SDC_FILE = /design/flow/constraint.sdc
export NUM_CORES = 4
export LEC_CHECK = 1
export CORE_UTILIZATION = 30
### ./constraint.sdc
current_design cache

set clk_period 13.5
set clk_io_pct 0.2

create_clock -name clk0 -period $clk_period [get_ports {clk}]

set non_clock_inputs [all_inputs -no_clocks]
set_input_delay [expr $clk_period * $clk_io_pct] -clock clk0 $non_clock_inputs
set_output_delay [expr $clk_period * $clk_io_pct] -clock clk0 [all_outputs]
==> qor.csv <==
stage,metric,value,unit
status,status,aborted with a tool error,
status,stage reached,synthesis,
status,Run Error,ERROR: Found 2 problems in 'check -assert'.,
synth,Yosys warnings,5,
synth,"Seq/Total Area, Yosys",0.569,
synth,Main synth FF type,dfrtp_1,
synth,post-synthesis cell type count,65,
synth,Yosys top cell by area,dfrtp_1,
synth,"top cells by area, synth","dfrtp_1 (57%), mux2_2 (25%), a22oi_1 (5.4%)",
synth,xor/xnor share,0,
synth,fraction of registers with async set/reset,1.00,
synth,"EDFF count, synth",0,
synth,Top cell area share,0.569,
synth,Post-synth top cells,"dfrtp_1 (1091), mux2_2 (1058), a22oi_1 (348)",
synth,Top logic family,multiplexers,
synth,top-count cell post-synth,dfrtp_1,
synth,MUX share of area,0.254,
synth,ao+oa area frac,0.0871,
synth,"post-synthesis share of cell area spent on full adders, half adders and majority gates",0,
synth,Flops after synth,1092,
synth,Yosys Instances,3519,
synth,"Simple Share, Synth",0.0438,
synth,YS chip area,48000,sq um
kinds of logic after synthesis:
| logic type | Yosys count |
|---|---|
| DFF | 1092 |
| AOI/OAI and AO/OA | 575 |
| and+or+nand+nor | 395 |
| buffers and inverters | 370 |
| muxes | 1086 |
| other | 1 |
